==> /design/flow/design.v <==
`timescale 1ns / 1ps
module rectangle_score(
input logic[10:0] x,
input logic [10:0] y,
input logic data,   
output logic [11:0] rgb
    );
  parameter XLOC = 100;
  parameter YLOC = 100;
  parameter WIDTH = 100;
  parameter HEIGHT = 100;
  parameter COLOR = 12'hfff;
  always_comb
  begin
  if((x>= XLOC) && (x<= XLOC+WIDTH) && (y>=YLOC) && (y<= YLOC + HEIGHT) && data)
  rgb = COLOR;
  else
  rgb = 0;
  end
endmodule
`timescale 1ns / 1ps
module score_board(
input logic[10:0] x,
input logic [10:0] y,
input logic [8:0] segment,  
output logic [11:0] rgb
    );
    logic [11:0]rgb_0;
    logic [11:0]rgb_1;
    logic [11:0]rgb_2;
    logic [11:0]rgb_3;
    logic [11:0]rgb_4;
    logic [11:0]rgb_5;
    logic [11:0]rgb_6;
    logic [11:0]rgb_7;
    logic [11:0]rgb_8;
    parameter S_SIDE =5;
    parameter L_SIDE = 30;
    parameter XLOC= 50;
    parameter YLOC= 50;
    assign rgb= rgb_0|rgb_1|rgb_2|rgb_3|rgb_4|rgb_5|rgb_6|rgb_7|rgb_8;
    rectangle_score#(.XLOC(XLOC), .YLOC(YLOC), .WIDTH(L_SIDE), .HEIGHT(S_SIDE)) segA(.x(x), .y(y), .data(segment[0]), .rgb(rgb_0));
    rectangle_score#(.XLOC(XLOC+L_SIDE), .YLOC(YLOC+S_SIDE), .WIDTH(S_SIDE), .HEIGHT(L_SIDE)) segB(.x(x), .y(y), .data(segment[1]), .rgb(rgb_1));
    rectangle_score#(.XLOC(XLOC+ L_SIDE), .YLOC(YLOC+2*S_SIDE+L_SIDE), .WIDTH(S_SIDE), .HEIGHT(L_SIDE)) segC(.x(x), .y(y), .data(segment[2]), .rgb(rgb_2));
    rectangle_score#(.XLOC(XLOC), .YLOC(YLOC+2*S_SIDE+2*L_SIDE), .WIDTH(L_SIDE), .HEIGHT(S_SIDE)) segD(.x(x), .y(y), .data(segment[3]), .rgb(rgb_3));
    rectangle_score#(.XLOC(XLOC-S_SIDE), .YLOC(YLOC+2*S_SIDE+L_SIDE), .WIDTH(S_SIDE), .HEIGHT(L_SIDE)) segE(.x(x), .y(y), .data(segment[4]), .rgb(rgb_4));
    rectangle_score#(.XLOC(XLOC-S_SIDE), .YLOC(YLOC+S_SIDE), .WIDTH(S_SIDE), .HEIGHT(L_SIDE)) segF(.x(x), .y(y), .data(segment[5]), .rgb(rgb_5));
    rectangle_score#(.XLOC(XLOC), .YLOC(YLOC+S_SIDE+L_SIDE), .WIDTH(L_SIDE), .HEIGHT(S_SIDE)) segG(.x(x), .y(y), .data(segment[6]), .rgb(rgb_6));
    rectangle_score#(.XLOC(XLOC-L_SIDE), .YLOC(YLOC+S_SIDE), .WIDTH(S_SIDE), .HEIGHT(L_SIDE)) segH(.x(x), .y(y), .data(segment[7]), .rgb(rgb_7));
    rectangle_score#(.XLOC(XLOC-L_SIDE), .YLOC(YLOC+2*S_SIDE+L_SIDE), .WIDTH(S_SIDE), .HEIGHT(L_SIDE)) segI(.x(x), .y(y), .data(segment[8]), .rgb(rgb_8));
endmodule
==> /design/flow/run.sh <==
#!/bin/bash
# OpenROAD 26Q1-2900-gdf79404cd8, Yosys 0.63+post, stock flow scripts
make -C /OpenROAD-flow-scripts/flow DESIGN_CONFIG=/design/flow/config.mk WORK_HOME=/design/flow/orfs finish
==> /design/flow/config.mk <==
export PLATFORM = sky130hd
export DESIGN_NAME = score_board
export DESIGN_NICKNAME = score_board
export VERILOG_FILES = /design/flow/design.v
export SDC_FILE = /design/flow/constraint.sdc
export NUM_CORES = 4
export LEC_CHECK = 1
export CORE_AREA = 10 10 81 81
export DIE_AREA = 0 0 91 91
==> /design/flow/constraint.sdc <==
current_design score_board

set clk_period 2.3
set clk_io_pct 0.2

create_clock -name clk0 -period $clk_period

set non_clock_inputs [all_inputs -no_clocks]
set_input_delay [expr $clk_period * $clk_io_pct] -clock clk0 $non_clock_inputs
set_output_delay [expr $clk_period * $clk_io_pct] -clock clk0 [all_outputs]
==> run notes <==
Implementation numbers.

- The tally of nets with antenna violations remaining after routing is 0.
- The required time of the worst setup path is 1.84 ns.
- The count of boundary I/O pins is 43.
- Across the whole layout, storage elements account for 0 um2.
- The non-filler instance count after layout is around 180.
- The global-route wire length before repair is about 3300 um.
- The gate-level netlist out of Yosys references 28 unique cell types.
- According to the floorplan report, the placeable core area is ~4800 um2.
- The worst pin sits at a relative slew slack of 83.41%.
- Global routing finished with a remaining overflow of 0.
- In this run the maximum-capacitance check reported violations numbering 0.
- The synthesized netlist was found by Yosys to have 60 cells.
- Once detailed placement completed, the half-perimeter wirelength came to 1733 um.
- The number of global-route vias before repair is 687.
- The chip occupies 8281 um2.
- The category of the most critical setup path is in -> out.
- The report puts the hold buffer count at CTS at 0.
- The number of buffers added on ports is 43.
- Once placement completed, the tool counted placed cells totaling 174.
- Across all layers, the routed design uses 609 vias.
- The top fanout value on the critical path is 5.
- The final routed wirelength across all metal layers is 2009 um.
- The post-route DRC violation count is 0.
- Across every metal layer, demand over resource in global routing totals 4.702%.
- The routed length per instance is 11.35 um.
- The power density over cell area is 116.7 nW/um2.
- The type of element launching the critical path is an input pin.
- IR analysis of the VDD net gives a maximum drop of between 0.04 and 0.05 mV.
- The post-route cell area is 1037 um2.
- The static power due to leakage is 0.4409 nW.
- The detailed-routing iteration count for the pre-antenna-repair pass is 3.
- The OpenROAD warning count is 33.
- The slew at the pin closest to its max-slew limit is 0.2474 ns.
- The sequential cell count of the final layout is 0.
- Ranking logic cells in the layout by count gives the top entries 15 x sky130_fd_sc_hd__buf_2, 15 x sky130_fd_sc_hd__buf_4, 13 x sky130_fd_sc_hd__buf_6, 6 x sky130_fd_sc_hd__clkdlybuf4s50_1, 4 x sky130_fd_sc_hd__clkbuf_2.
- The worst path uses approximately 100% of the clock period.
- The time the worst path needs with I/O delays and setup is 2.298 ns.
- The worst setup path is captured at an output pin.
- The floorplan step records an initial core utilization of 8.416%.
- The gate count of the mapped netlist is 60.
- The flow ran to the end, and the final reports show no timing, DRC or antenna violations.
- The share of the yosys chip area belonging to registers is 0%.
- The number of vias per cell is ~3.4.
- The final design utilization is 21.53%.
- Of the cells placed in the final design, the portion with a size suffix greater than 1 is 65.45%.
- The antenna diode instance count is 0.
- According to the floorplan report, the die height is 91 um.
- Final hold analysis gives a worst-case slack of 1.639 ns.
- The flow measured a signed area growth from synthesis to layout of 155.9%.
- The number of standard-cell rows in the floorplan is 25.
- Setup repair after global routing could not meet its margin everywhere.
- Of all cell types, the one taking the most synthesized area is sky130_fd_sc_hd__buf_4.
- After filler insertion, the fill cell instance count of the layout stands at 555.
- The maximum clock frequency is 0.4351 GHz.
- Entering global routing, the biggest net connects 7 pins.
- The average cell area after synthesis is just under 7 um2.
- In the finished layout, the clock tree contains a buffer count of 0.
- The number of DRC violations after detailed-routing iteration 0 is 40.
- The horizontal die size is about 90 um.
- The cell area after placement is 949.7 um2.
- The area share of the largest cell type after synthesis is roughly 20%.
- In the final report, the number of pins over their slew limit comes to 0.
- The initial antenna violation count came to 0.
- The worst min-delay path category is in -> out.
- In the synthesis report, Yosys lists the chip area as 405.4 um2.
- The area of the mapped netlist is 405.4 um2.
- In the post-synthesis netlist, the biggest area contributors are sky130_fd_sc_hd__buf_4 20%, sky130_fd_sc_hd__nand2b_1 6.2%, sky130_fd_sc_hd__nor4_4 5.2%.
- Per the gpl log, the routability congestion estimate is roughly 0.81.
- The worst hold path passes through 8 cells.
- The number of failing setup endpoints in the final timing report is 0.
- The number of failing hold endpoints at the final stage is 0.
- The warning tally printed by Yosys for this design is 9.
- The signal arrival time at the worst endpoint is 1.84 ns.
## critical path, stage by stage
cell and delay, ns:
sky130_fd_sc_hd__buf_2 0.11, sky130_fd_sc_hd__or4b_4 0.53, sky130_fd_sc_hd__a21oi_4 0.16, sky130_fd_sc_hd__o221ai_2 0.12
sky130_fd_sc_hd__o2111ai_2 0.09, sky130_fd_sc_hd__buf_2 0.16, sky130_fd_sc_hd__buf_6 0.12, sky130_fd_sc_hd__buf_6 0.08
## worst paths after layout
| check | from | endpoint |
|---|---|---|
| hold / removal | x[7] | rgb[11] |
| setup / recovery | y[6] | rgb[3] |
## synthesized netlist by cell type
master / count
sky130_fd_sc_hd__buf_4: 11
sky130_fd_sc_hd__nand2_1: 5
sky130_fd_sc_hd__nor2_1: 5
sky130_fd_sc_hd__a21oi_1: 4
sky130_fd_sc_hd__nand2b_1: 4
sky130_fd_sc_hd__nand3_1: 3
sky130_fd_sc_hd__nor3_1: 3
sky130_fd_sc_hd__a211oi_1: 2
sky130_fd_sc_hd__inv_1: 2
sky130_fd_sc_hd__o2111ai_1: 2
sky130_fd_sc_hd__o21ai_0: 2
sky130_fd_sc_hd__a211o_1: 1
sky130_fd_sc_hd__a2bb2oi_1: 1
sky130_fd_sc_hd__a31oi_1: 1
sky130_fd_sc_hd__a32o_1: 1
sky130_fd_sc_hd__a32oi_1: 1
sky130_fd_sc_hd__mux2_2: 1
sky130_fd_sc_hd__nand3b_1: 1
sky130_fd_sc_hd__nand4_1: 1
sky130_fd_sc_hd__nand4b_1: 1
sky130_fd_sc_hd__nor4_2: 1
sky130_fd_sc_hd__nor4_4: 1
sky130_fd_sc_hd__o21a_1: 1
sky130_fd_sc_hd__o221ai_1: 1
sky130_fd_sc_hd__o22ai_1: 1
sky130_fd_sc_hd__o311a_1: 1
sky130_fd_sc_hd__o31ai_1: 1
sky130_fd_sc_hd__or4b_1: 1
## cells by family (layout without fill, tap and decap cells)
group / Yosys count / in the layout / synth area share, %
and+or+nand+nor: 26 / 26 / 39.20
AOI/OAI and AO/OA: 20 / 20 / 35.81
buffers and inverters: 13 / 63 / 22.22
muxes: 1 / 1 / 2.778
## final cells by class
cell class / count / area [um2] / share of cell area (%)
inverters: 2 / 10.01 / 0.9650
well taps: 67 / 83.83 / 8.082
repair buffers: 61 / 494.2 / 47.65
multi-input cells: 47 / 449.2 / 43.31
## layer usage
layer,vias up,GRT usage (%),wire length [um]
met5,-,0,0
met4,0,0,0
met3,0,1.743,184
met2,26,7.518,896
met1,257,6.296,928
li1,326,-,-
## power breakdown
group          total, mW  switching (mW)  internal (mW)
logic              0.121          0.0510         0.0700
registers              0               0              0
clock network          0               0              0
## metrics by stage
step	power (mW)	setup WS [ns]	setup TNS, ns
after floorplan	0.02383	0.01022	0
after global placement	0.1112	-0.7622	-9.098
after detailed placement	0.1111	-0.7819	-9.278
after CTS	0.1141	0.0002065	0
after global routing	0.1312	-0.07853	-0.3837
final	0.1211	0.001840	0
## timing repair
item	4_1_cts	5_1_grt
endpoints found under the setup margin	12	12
resized	135	23
setup buffers	3	0
pin swaps	17	14
gates cloned	1	0
Power figures rest on the tool's default switching activity, not on a simulated workload.
