`/design/flow/run.sh`:
```
#!/bin/bash
# OpenROAD 26Q1-2900-gdf79404cd8, Yosys 0.63+post, stock flow scripts
make -C /OpenROAD-flow-scripts/flow DESIGN_CONFIG=/design/flow/config.mk WORK_HOME=/design/flow/orfs finish
```
`/design/flow/config.mk`:
```
export PLATFORM = sky130hd
export DESIGN_NAME = ball
export DESIGN_NICKNAME = ball
export VERILOG_FILES = /design/flow/design.v
export SDC_FILE = /design/flow/constraint.sdc
export NUM_CORES = 4
export LEC_CHECK = 1
export CORE_UTILIZATION = 50
```
`/design/flow/constraint.sdc`:
```
current_design ball

set clk_period 6.1
set clk_io_pct 0.2

create_clock -name clk0 -period $clk_period [get_ports {clk}]

set non_clock_inputs [all_inputs -no_clocks]
set_input_delay [expr $clk_period * $clk_io_pct] -clock clk0 $non_clock_inputs
set_output_delay [expr $clk_period * $clk_io_pct] -clock clk0 [all_outputs]
```
`/design/flow/design.v`:
```
`timescale 1ns / 1ps
module ball(
input logic clk,
input logic reset,
input logic en,
input logic [9:0]x,
input logic [9:0] y,
input logic visible,
input logic srv_l,
input logic srv_r,
input logic tophit_l,
input logic midhit_l,
input logic bothit_l,
input logic tophit_r,
input logic midhit_r,
input logic bothit_r,
output logic [11:0]rgb,
output logic miss_l,
output logic miss_r,
output logic [9:0] ball_x,
output logic [2:0] yS,
output logic [9:0] ball_y
 );
parameter YLOC = 324;
parameter XLOC = 394;
parameter WIDTH = 10;
parameter HEIGHT =10;
parameter COLOR = 12'hfff;
parameter V_X = 2;  
parameter TOP_BOUND = 136;
parameter BOTTOM_BOUND = 512-HEIGHT;
 logic [9:0]currentX; 
 logic [9:0]currentY;
 logic [2:0]xSpeed;  
 logic [2:0]ySpeed;  
 logic [2:0]counter;
 logic served;
 logic ySwitched;
 logic xSwitched;
 logic passedNet;
 assign ball_x = currentX;
 assign ball_y = currentY;    
 assign yS=ySpeed;    
 always_comb begin
     if((x>= currentX) && (x<= currentX+WIDTH) && (y>=currentY) && (y<= currentY + HEIGHT) && visible)begin
         rgb = COLOR;
     end  
     else begin
         rgb = 0;
     end
 end
 always_ff@(posedge clk)
 begin
    if(reset)begin 
        currentX<=XLOC;
        currentY<=YLOC;
        miss_l<=0;
        miss_r<=0;
        xSwitched<=0;
        ySwitched<=0;
        served<=0;   
        xSpeed<=0;  
        ySpeed<=0;       
    end
    else begin
        if(en) begin
            if(counter>=5)begin 
                 counter <=0;
            end    
            else begin
                 counter <= counter +1;  
            end
        end
        if(en && !served && srv_l && !srv_r)begin  
            served<= 1;         
            ySpeed<=counter;    
            xSpeed<=V_X;
            miss_l=0;       
            miss_r=0;
            xSwitched=0;
        end
        else if(en  && !served && srv_r && !srv_l)begin  
            served<= 1;
            ySpeed<=counter;
            xSpeed<=V_X;
            xSwitched=1;
            miss_l=0;
            miss_r=0;
        end
            if(currentX<=0 )begin  
                miss_l=1;
                currentX=XLOC;
                currentY=YLOC;
                served=0;
            end
            if(currentX>=799) begin
                miss_r=1;
                currentX=XLOC;
                currentY=YLOC;
                served=0;
            end
        if(en && served && (currentY>TOP_BOUND && currentY<=BOTTOM_BOUND && currentX<799 && currentX>0))begin
            if(xSwitched)begin 
                currentX <= currentX-V_X;
            end    
            else begin
                currentX<= currentX+V_X;
            end
            if(ySwitched)begin
                currentY <= currentY-ySpeed;
            end
            else begin    
                currentY <= currentY+ySpeed;
            end
        end
        else if(en && served && (currentY <= TOP_BOUND || currentY >= BOTTOM_BOUND))begin
            if(ySwitched)begin
                ySwitched<=0;
                currentY<=currentY+ySpeed;  
            end    
            else begin
                ySwitched<=1;
                currentY<=currentY-ySpeed;    
            end    
        end
        if(currentX>=396 && currentX<=404) begin
            passedNet<=1;
        end
        if(passedNet)begin   
        if(tophit_r)begin
            xSwitched=1;
            if(ySpeed>0)begin
                ySpeed<=ySpeed-1;
            end
            passedNet=0;
        end
        if(midhit_r)begin
            xSwitched=1;
            passedNet=0;
        end
        if(bothit_r)begin
            xSwitched=1;
            if(ySpeed<5)begin
                ySpeed<=ySpeed+1;
            end
            passedNet=0;
        end
        if(tophit_l)begin
            xSwitched=0;
            if(ySpeed>0)begin
                ySpeed<=ySpeed-1;
            end
            passedNet=0;
        end
        if(midhit_l)begin
            xSwitched=0;
            passedNet=0;
        end
        if(bothit_l)begin
            xSwitched=0;
            if(ySpeed<5)begin
                ySpeed<=ySpeed+1;
            end
            passedNet=0;
        end        
     end
     end
 end
endmodule
```
==> reports/qor.rpt <==
=================================================================================================
Headroom to the max-slew limit                                                             49.87%
Static leakage                                                                           1.863 nW
Worst setup slack after layout                                                          0.8236 ns
Total GRT Usage                                                                            23.71%
Final min period                                                                         5.276 ns
Core ar.                                                                                 6907 µm²
Final global-route overflow total                                                               0
Chip area estimate from yosys synthesis                                                  3632 µm²
Routed via count                                                                             3374
Post-synthesis register bit count                                                              32
Unrepaired setup endpoints after global routing                                                no
Non-Filler Cell Area, Final                                                              4405 µm²
Worst slack at placement                                                                0.8326 ns
Clock tree from TritonCTS                                                                   built
FP Core Util                                                                               52.59%
Drt initial violations                                                                        173
Cell-internal power                                                                     0.4104 mW
Resized Gates After CTS                                                                         0
Sum of net half-perimeters after detailed placement                                       6580 µm
Average wire length per cell after detail routing                                        13.64 µm
Most frequent cells in the layout                                                    sky130_fd_sc_hd__clkdlybuf4s50_1, sky130_fd_sc_hd__ha_1, sky130_fd_sc_hd__nand2_1
Worst hold-check path type                                                             reg -> reg
DR vias/cell                                                                                5.513
Post-route antenna net violation count                                                          0
Clock H-tree levels                                                                             2
Initial antenna violation count                                                                 0
Synth warnings                                                                                  1
Clk pwr share                                                                               35.9%
Multi-input combinational cell area                                                      2666 µm²
Remaining design rule violation count                                                           0
Clock sink count                                                                               32
Final hold violation count                                                                      0
Crit path kind                                                                          in -> out
Die area                                                                                 7609 µm²
Dominant cell type by area after synthesis                                           sky130_fd_sc_hd__ha_1
Endpoint arrival time on the critical path                                                4.06 ns
Sw Pwr                                                                                  0.1490 mW
Gate power share                                                                            24.1%
Proportion of netlist area held by the largest area contributor                            19.98%
Buffers from clock root to sink, at most                                                        2
Hold_buf cts                                                                                    0
Reg clk slew, reported paths                                                              0.07 ns
Clock insertion delay at the later pin of the skew report                                 0.28 ns
Worst setup skew after layout                                                         0.004061 ns
N_diodes                                                                                        0
Crit path DRT                                                                             4.88 ns
Actual slew at the worst max-slew pin                                                   0.7483 ns
Final slew viol count                                                                           0
Dominant Register Cell                                                               sky130_fd_sc_hd__dfxtp_1
Worst IR Drop VDD                                                                     0.0001275 V
Synthesized cell area                                                                    3632 µm²
Via count of the first global-routing pass                                                   2963
Power per cell area                                                                  127.0 nW/µm²
Fraction of final layout cells sized beyond drive strength 1                               4.070%
Vertical die dimension                                                                   87.23 µm
Maximum fanout along the worst path                                                            12
Asr flop ratio synth                                                                           0%
Total Wirelength                                                                          8348 µm
Pre-Repair DR Iteration Count                                                                   4
Max_cap viols                                                                                   0
Total Negative Setup Slacks                                                                  0 ns
Largest cells by area after synthesis                                                sky130_fd_sc_hd__ha_1, sky130_fd_sc_hd__dfxtp_1, sky130_fd_sc_hd__nand2_1
Area growth from synthesis to layout                                                       21.29%
Number of core rows                                                                            30
Sequential Area                                                                         680.7 µm²
Total chip power                                                                        0.5594 mW
Seq pwr share                                                                               39.9%
Final setup violation count                                                                     0
Number of buffers inserted during clock tree synthesis                                          5
Post-layout period usage                                                                   86.50%
Outcome                                                                              finished clean
Standard cell area after detailed placement                                              4298 µm²
Setup Buffers After CTS                                                                         0
Ports                                                                                          69
Number of distinct library cell variants in the gate-level netlist after synthesis             64
Final weighted congestion in routability-driven placement                                  0.8497
Maximum frequency from static timing analysis                                          0.1895 GHz
I/O Buffers                                                                                    68
Most common cell after layout, fill and taps aside                                   sky130_fd_sc_hd__clkdlybuf4s50_1
Largest net degree at the start of global routing                                              21
Clock tree root driver cell                                                          sky130_fd_sc_hd__clkbuf_8
Total tool warning count                                                                       33
Post-synthesis cell count                                                                     464
Part of the Yosys area used for sequential elements                                        18.74%
Count of library flops with an enable pin                                                       4
Startpoint Class                                                                     primary input
Fraction of power spent switching nets                                                     26.64%
Wire length of the first global-routing pass                                             14140 µm
Per-instance average area after synthesis                                               7.828 µm²
Yosys Instances                                                                               464
Kind of end point of the critical path                                                 output pin
Filler Cells Inserted                                                                         592
DIE WIDTH                                                                                87.23 µm
=================================================================================================
-- power groups by stage --
stage     Sequential, mW  Clock [mW]  Combinational, mW
4_1_cts            0.224       0.206              0.136
5_1_grt            0.224       0.216              0.154
6_report           0.223       0.201              0.135
-- layout make-up --
| cell class | count | area share, % |
|---|---|---|
| inverters | 34 | 2.897 |
| flip-flops and latches | 32 | 15.45 |
| repair buffers | 71 | 15.96 |
| clock inverters | 2 | 0.7952 |
| clock buffers | 6 | 1.647 |
| multi-input cells | 371 | 60.52 |
| well taps | 96 | 2.726 |
-- cell usage after synthesis, types with 2 or more instances --
cell	count
sky130_fd_sc_hd__ha_1	58
sky130_fd_sc_hd__nand2_1	40
sky130_fd_sc_hd__nor2_1	37
sky130_fd_sc_hd__inv_1	33
sky130_fd_sc_hd__a21oi_1	29
sky130_fd_sc_hd__o21ai_0	29
sky130_fd_sc_hd__dfxtp_1	28
sky130_fd_sc_hd__nor3_1	17
sky130_fd_sc_hd__xnor2_1	17
sky130_fd_sc_hd__a21o_1	11
sky130_fd_sc_hd__buf_4	11
sky130_fd_sc_hd__xor2_1	10
sky130_fd_sc_hd__clkbuf_1	9
sky130_fd_sc_hd__nor2b_1	9
sky130_fd_sc_hd__a211oi_1	8
sky130_fd_sc_hd__nand3_1	8
sky130_fd_sc_hd__nand4_1	7
sky130_fd_sc_hd__nand2b_1	6
sky130_fd_sc_hd__o21a_1	6
sky130_fd_sc_hd__a221oi_1	5
sky130_fd_sc_hd__and2_1	5
sky130_fd_sc_hd__and3_1	5
sky130_fd_sc_hd__nor4_1	5
sky130_fd_sc_hd__a31oi_1	4
sky130_fd_sc_hd__buf_2	4
sky130_fd_sc_hd__edfxtp_1	4
sky130_fd_sc_hd__mux2i_1	4
sky130_fd_sc_hd__o21bai_1	4
sky130_fd_sc_hd__or3_1	4
sky130_fd_sc_hd__fa_1	3
sky130_fd_sc_hd__mux2_2	3
sky130_fd_sc_hd__a211o_1	2
sky130_fd_sc_hd__a221o_1	2
sky130_fd_sc_hd__clkbuf_2	2
sky130_fd_sc_hd__nand4b_1	2
sky130_fd_sc_hd__nor3b_1	2
sky130_fd_sc_hd__o211ai_1	2
sky130_fd_sc_hd__o32ai_1	2
sky130_fd_sc_hd__or2_2	2
-- sequential cells by signal, summed over array words and instances (netlist names) --
signal / cells
miss_r: 1
xSwitched: 1
served: 1
passedNet: 1
ySwitched: 1
currentY: 10
ySpeed: 3
miss_l: 1
currentX: 10
counter: 3
-- worst max-delay path, cell delays in order --
cell	delay [ns]
sky130_fd_sc_hd__clkdlybuf4s50_1	0.45
sky130_fd_sc_hd__inv_1	0.04
sky130_fd_sc_hd__ha_1	0.29
sky130_fd_sc_hd__nand2b_1	0.15
sky130_fd_sc_hd__a21o_1	0.17
sky130_fd_sc_hd__a21o_1	0.17
sky130_fd_sc_hd__a21o_1	0.17
sky130_fd_sc_hd__a21oi_1	0.14
sky130_fd_sc_hd__o21ai_0	0.10
sky130_fd_sc_hd__a2111oi_0	0.45
sky130_fd_sc_hd__nor4_1	0.12
sky130_fd_sc_hd__buf_4	0.19
sky130_fd_sc_hd__clkdlybuf4s50_1	0.41
-- layer usage --
layer  up-vias  global-route usage, %  share of wire [%]
met3         6                  2.981                5.5
li1       1763                      -                  -
met1      1504                  37.26                 50
met4         0                  1.788               0.84
met2       101                  37.29                 44
met5         -                      0                  0
-- cells by family (layout without fill, tap and decap cells) --
kind of cell	count (synthesis)	count (layout)	synth area share (%)
compound gates	121	121	21.91
xor+xnor	28	28	6.958
flops	32	32	18.74
simple gates	154	154	20.87
fa+ha+maj	61	61	21.63
buf+inv	61	113	7.854
mux	7	7	2.032
-- through the flow --
stage / std cells / hold WS, ns / util [%]
3_3_place_gp: 604 / 0.4451 / 62.23
5_1_grt: 612 / 0.4905 / 63.79
6_report: 612 / 0.4554 / 63.79
3_5_place_dp: 604 / 0.4513 / 62.23
2_1_floorplan: 464 / 0.4218 / -
4_1_cts: 612 / 0.4606 / 63.79
-- worst paths after layout --
path / end / slack [ns] / start / depth (start not counted)
setup reg to reg: currentX[9] / 2.13 / currentX[6] / 13
hold / removal: miss_l / 0.46 / miss_l / 2
setup / recovery: rgb[9] / 0.82 / x[0] / 13
hold reg to reg: miss_l / 0.46 / miss_l / 2
No activity file was given, so power comes from the tool's default toggle rates.
