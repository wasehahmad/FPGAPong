==> flow/design.v <==
`timescale 1ns / 1ps
module paddle(
input logic clk, input logic reset,
input logic en,
input logic [9:0] x,
input logic [9:0] y,
input logic [9:0]pad,
input logic [9:0] ball_x,
input logic [9:0] ball_y,
output logic tophit,
output logic midhit,
output logic bothit,
output logic [11:0] rgb );
parameter XLOC = 50;  
parameter YLOC = 294;
parameter WIDTH = 10;  
parameter HEIGHT = 60;
parameter COLOR = 12'hfff;  
parameter TOP_BOUND = 136;
parameter BOTTOM_BOUND =452;
parameter left =0;
parameter right =0;   
parameter YSPEED =3;
parameter BALL_SIZE=10;
logic [9:0]currentY;
always_comb
begin
if((x>= XLOC) && (x<= XLOC+WIDTH) && (y>currentY) && (y< currentY + HEIGHT))
   rgb = COLOR;
else
   rgb = 0;
end
always_ff@(posedge clk)
begin
    if(reset)begin
        currentY<=pad;
        midhit<=0;
        tophit<=0;
        bothit<=0;
    end
    else begin
        if(right && en && ((ball_x+BALL_SIZE)>=(XLOC)) && ((ball_x+BALL_SIZE)<799))begin
            if((ball_y+BALL_SIZE)>=currentY && (ball_y+BALL_SIZE/2)<=(currentY+(HEIGHT/3)))begin
                tophit<=1;
            end
            if((ball_y+BALL_SIZE/2)>(currentY+(HEIGHT/3)) && (ball_y+BALL_SIZE/2)<(currentY+(2*HEIGHT/3)))begin
                midhit <=1; 
            end
            if((ball_y+BALL_SIZE/2)>=(currentY+(2*HEIGHT/3)) && (ball_y)<= (currentY+HEIGHT))begin
                bothit<=1;
            end
        end
        else if(left && en && (ball_x<=(XLOC+WIDTH)) && (ball_x>XLOC))begin
            if((ball_y+BALL_SIZE)>=currentY && (ball_y+BALL_SIZE/2)<=(currentY+(HEIGHT/3)))begin
                tophit<=1;
            end
            if((ball_y+BALL_SIZE/2)>(currentY+(HEIGHT/3)) && (ball_y+BALL_SIZE/2)<(currentY+(2*HEIGHT/3)))begin
                midhit <=1; 
            end
            if((ball_y+BALL_SIZE/2)>=(currentY+(2*HEIGHT/3)) && (ball_y)<= (currentY+HEIGHT))begin
                bothit<=1;
            end
        end      
        else begin
            bothit<=0;
            tophit<=0;
            midhit<=0;
        end        
        if(en) begin
            if(pad>=(512-HEIGHT)) begin
                currentY<=512-HEIGHT;
            end
            if(pad<= 136) begin
                currentY<= 136;
            end
            if(pad >=136 && pad<=(512-HEIGHT))begin
                currentY<=pad;
            end
        end
  end
end
endmodule
==> flow/run.sh <==
#!/bin/bash
# OpenROAD 26Q1-2900-gdf79404cd8, Yosys 0.63+post, stock flow scripts
make -C /OpenROAD-flow-scripts/flow DESIGN_CONFIG=/design/flow/config.mk WORK_HOME=/design/flow/orfs finish
==> flow/config.mk <==
export PLATFORM = sky130hd
export DESIGN_NAME = paddle
export DESIGN_NICKNAME = paddle
export VERILOG_FILES = /design/flow/design.v
export SDC_FILE = /design/flow/constraint.sdc
export NUM_CORES = 4
export LEC_CHECK = 1
export CORE_AREA = 10 10 81 81
export DIE_AREA = 0 0 91 91
==> flow/constraint.sdc <==
current_design paddle

set clk_period 2.7
set clk_io_pct 0.2

create_clock -name clk0 -period $clk_period [get_ports {clk}]

set non_clock_inputs [all_inputs -no_clocks]
set_input_delay [expr $clk_period * $clk_io_pct] -clock clk0 $non_clock_inputs
set_output_delay [expr $clk_period * $clk_io_pct] -clock clk0 [all_outputs]
==> impl_summary.log <==
[flow] collecting metrics
[metrics] run status: finished with violations
[metrics] violated checks: negative setup slack
[metrics] non-filler cells in the finished layout: 250
[metrics] antenna-violating nets left: 0
[metrics] sequential fraction of the synthesis area: 27.1%
[metrics] total clock buffers created by CTS: 3
[metrics] Post-synth area hogs: sky130_fd_sc_hd__edfxtp_1 (27%), sky130_fd_sc_hd__ha_1 (21%), sky130_fd_sc_hd__buf_4 (9.5%)
[metrics] die y size: 91 um
[metrics] floorplan row count: 25
[metrics] total negative slack for setup checks: -4.62 ns
[metrics] maximum count of clock buffers along a single path: 2
[metrics] via count of the first global-routing pass: 993
[metrics] total placed cells including tap cells: approximately 240
[metrics] leakage power: 0.813 nW
[metrics] Fin Hold WS: roughly 1.0 ns
[metrics] number of DRC markers in iteration 0: 17
[metrics] top-level port count: slightly below 70
[metrics] max capacitance violation total: 0
[metrics] count of different cell masters after synthesis: 31
[metrics] YS chip area: around 0.0011 sq mm
[metrics] clock edge transition at the registers on the reported setup and hold paths: ~0.04 ns
[metrics] gate count of the mapped netlist: 121
[metrics] flop and latch count out of synthesis: 10
[metrics] DP Worst Slack: -0.589 ns
[metrics] GRT overflow: 0
[metrics] total number of vias: 1010
[metrics] final worst path period share: 115%
[metrics] Tightest Hold Check Type: in -> reg
[metrics] Cell Area, Synth: 0.00111 sq mm
[metrics] Final Hold Violating Endpoints: 0
[metrics] count of tool warnings: 48
[metrics] Yosys top cell by area: sky130_fd_sc_hd__edfxtp_1
[metrics] Final Max Tran Viols: 0
[metrics] # clock sinks: 10
[metrics] aggregate global-route resource usage: around 6.1%
[metrics] met1 Track Usage GR: a little under 9%
[metrics] maximum number of pins on one net before global-route repair: 11
[metrics] placed inst area: 0.00170 sq mm
[metrics] H-Tree Level Count: 1
[metrics] largest fanout of any net on the critical path: 3
[metrics] Worst EP required: 2.16 ns
[metrics] register bank with the most flops: currentY
[metrics] root buf cell: sky130_fd_sc_hd__clkbuf_8
[metrics] mean instance size in the synthesized netlist: slightly above 9 sq um
[metrics] dominant cell by count in the synthesized netlist: sky130_fd_sc_hd__ha_1
[metrics] final RePlAce weighted congestion: 0.787
[metrics] number of cells traversed by the worst hold path: 2
[metrics] layout cells sized above 1: a little under a third
[metrics] Total Power: 0.666 mW
[metrics] Final HPWL DP: 2.32 mm
[metrics] initial standard-cell utilization of the core: 23.0%
[metrics] number of synthesized flops with an enable pin: 10
[metrics] flip-flop count of the largest register, all copies and words added: 10
[metrics] worst IR drop on VDD: around 260 uV
[metrics] most heavily used metal layer in global routing: met2
[metrics] Port Buffer Count: 44
[metrics] Vias per Instance: ~4.0
[metrics] Max-area cell share: 27.1%
[metrics] leading post-synthesis cells by instance count: sky130_fd_sc_hd__ha_1 (19), sky130_fd_sc_hd__buf_4 (14), sky130_fd_sc_hd__inv_1 (12)
[metrics] most instantiated flip-flop cell in the synthesis netlist: sky130_fd_sc_hd__edfxtp_1
[metrics] antenna violations before repair: 0
[metrics] arrival time of the worst setup path: 2.57 ns
[metrics] Final min period: 3.11 ns
[metrics] share of the core filled with cells in the final layout: 38.2%
[metrics] residual DRC count: 0
[metrics] Setup crit end kind: output port
[metrics] CP startpoint kind: register
[metrics] worst setup path category: reg -> out
[metrics] total power density per cell area: 362 mW/mm^2
[metrics] Final Worst Setup Slack: -0.408 ns
[metrics] post-detailed-routing wire length: roughly 2.6 mm
[metrics] number of buffers inserted for hold repair after clock tree synthesis: 0
[metrics] yosys cell count: 121
[metrics] core area: just under 0.005 sq mm
[metrics] horizontal die size: 91 um
[metrics] first-pass GRT wire length: 4.37 mm
[metrics] CTS tree: built
[metrics] maximum achievable frequency: 0.322 GHz
[metrics] largest registers ranked by flip-flop count: currentY (10)
[metrics] met3 track demand over resource: 1.66%
[metrics] area of the chip: 0.00828 sq mm
[metrics] average wire per standard cell: about 11 um
[metrics] number of warnings issued by yosys: 1
[metrics] count of final setup violators: 12
[metrics] cell area after layout: 0.00184 sq mm
[metrics] diodes inserted: 0
[metrics] RSZ-0062 raised after global routing: yes
[metrics] area added between synthesis and finish: 65.9%
[metrics] asr flop ratio synth: 0%
[metrics] length of the first detailed-routing pass in iterations: 4
[metrics] met2 capacity usage during global routing: 9.31%
[critical path, stage by stage, from the launching register on]
cell and delay, ns:
sky130_fd_sc_hd__edfxtp_1 0.42, sky130_fd_sc_hd__buf_6 0.15, sky130_fd_sc_hd__nor3_4 0.11, sky130_fd_sc_hd__a21o_1 0.17, sky130_fd_sc_hd__nor3_2 0.05, sky130_fd_sc_hd__xnor2_1 0.17, sky130_fd_sc_hd__ha_1 0.28, sky130_fd_sc_hd__a211o_1 0.30
sky130_fd_sc_hd__o31ai_4 0.27, sky130_fd_sc_hd__and3_4 0.25, sky130_fd_sc_hd__buf_6 0.11, sky130_fd_sc_hd__buf_6 0.08
[layout make-up]
| type | count | area [sq um] |
|---|---|---|
| Clock buffer | 3 | 41.3 |
| Clock inverter | 1 | 3.75 |
| Fill cell | 506 | 2980 |
| Inverter | 12 | 45.0 |
| Multi-Input combinational cell | 88 | 744 |
| Sequential cell | 10 | 300 |
| Tap cell | 67 | 83.8 |
| Timing Repair Buffer | 69 | 621 |
[placed cells by master, fill, tap and decap left out, drive strengths merged, types with 5 or more instances in the layout]
| cell | instances |
|---|---|
| edfxtp | 10 |
| and2 | 5 |
| buf | 37 |
| xnor2 | 6 |
| clkdlybuf4s50 | 32 |
| inv | 12 |
| ha | 19 |
| a21oi | 6 |
| o21ai | 7 |
[layer usage]
layer | up-vias | routed length (um)
li1 | 549 | -
met1 | 424 | 1310
met2 | 35 | 1160
met3 | 2 | 159
met4 | 0 | 16
met5 | - | 0
[cells by family (layout without fill, tap and decap cells)]
kind of cell | count (synthesis) | in the layout | synth area share, %
other | 1 | 3 | 0.338
DFF | 10 | 10 | 27.1
xor gates and xnor gates | 6 | 6 | 4.74
adders and majority gates | 19 | 19 | 21.4
buffers and inverters | 26 | 85 | 13.5
and+or+nand+nor | 30 | 31 | 14.9
AOI/OAI and AO/OA | 29 | 29 | 17.9
[where the power goes]
part	switching (mW)	internal, mW
logic	0.131	0.186
registers	0.0112	0.191
clock network	0.0486	0.0987
[worst paths after layout]
path	start	end
hold / removal	pad[1]	currentY[1]
setup / recovery	currentY[2]	rgb[4]
[what timing repair did]
item	4_1_cts	5_1_grt
buffers inserted	4	1
gates cloned	1	0
gates resized	48	11
pin swaps	8	12
setup endpoints to repair	12	12
Power figures rest on the tool's default switching activity, not on a simulated workload.
